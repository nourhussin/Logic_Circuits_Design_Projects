File: config.mk
export PLATFORM = sky130hd
export DESIGN_NAME = serial_data_receiver
export DESIGN_NICKNAME = serial_data_receiver
export VERILOG_FILES = /design/flow/design.v
export SDC_FILE = /design/flow/constraint.sdc
export NUM_CORES = 4
export LEC_CHECK = 1
export CORE_UTILIZATION = 50
File: constraint.sdc
current_design serial_data_receiver

set clk_period 14.6
set clk_io_pct 0.2

create_clock -name clk0 -period $clk_period [get_ports {clk}]

set non_clock_inputs [all_inputs -no_clocks]
set_input_delay [expr $clk_period * $clk_io_pct] -clock clk0 $non_clock_inputs
set_output_delay [expr $clk_period * $clk_io_pct] -clock clk0 [all_outputs]
File: design.v
module serial_data_receiver(
    input in_data, clk,
    output reg error, data_valid,
    output reg [6:0] out_data
);
    reg[9:0] receiver_reg;
    integer position = 8;
    always @(posedge clk) begin
        if(in_data && receiver_reg==0)
            receiver_reg[9] <=1'b1;
        else if(receiver_reg[9] && position > -1) 
        begin
            receiver_reg[position] <= in_data;
            position = position -1;
            data_valid <= 1'b0;
        end
        else if(position <= -1) 
        begin
            if(receiver_reg[0] && (receiver_reg[1] == ^receiver_reg[8:2]))
            begin
                out_data <= receiver_reg[8:2];
                error <= 1'b0;
                data_valid <= 1'b1;
            end
            else 
            begin
                error <= 1'b1;
                data_valid <= 1'b0;
            end
            receiver_reg <= 10'd0;
            position = 8;
        end
        else 
        begin
            receiver_reg <= 10'd0;
            error <= 1'b0;
            data_valid <= 1'b0;
            out_data <= 7'd0;
        end
    end
endmodule
File: run.sh
#!/bin/bash
# OpenROAD 26Q1-2900-gdf79404cd8, Yosys 0.63+post, stock flow scripts
make -C /OpenROAD-flow-scripts/flow DESIGN_CONFIG=/design/flow/config.mk WORK_HOME=/design/flow/orfs finish
==> results_dict.tcl <==
# place-and-route summary
set metrics [dict create \
    hold_viol 0 \
    cts_resized 0 \
    synth.top_cell.area_share_pct 41.7 \
    synthTopCellsByCount "nor2_1, edfxtp_1, nor3_1, nand4_1, a21oi_1" \
    tool_warnings 26 \
    wl_per_cell_um 16.2 \
    rsz0062_at_grt "no" \
    min_period_over_period_pct 32.3 \
    grt_overflow 0 \
    fin_cells 479 \
    cts_setup_buffers 0 \
    dieArea_um2 7550 \
    most_common_cell "nor2_1" \
    grt_pass1_vias 2652 \
    slew_violations 0 \
    max_slew.worst_pin.slew_ns 0.849 \
    insertion_delay_ns 0.31 \
    top_logic_kind "simple AND/OR/NAND/NOR gates" \
    startpoint_type "input pin" \
    edf_count 50 \
    ys_sh_mux_pct 1.15 \
    place_congestion 0.942 \
    grt_pass1_wl_mm 13.0 \
    fmax_mhz 212 \
    cp.required_ns 14.59 \
    path_max_fanout 11 \
    area_delta_synth_final_pct 7.33 \
    simple_gate_share_pct 29.6 \
    syn_area_um2 3600 \
    grt_use_total_pct 22.8 \
    ys_async_sr_fraction_pct 0 \
    drtPass1Iterations 4 \
    path_delay_family "buffers and inverters" \
    holdBufCountCts 0 \
    fin_worst_skew_ns 0.00830 \
    portBuffers 10 \
    finalPower_uw 295 \
    core_um2 6870 \
    cts-root-buf "clkbuf_8" \
    yosys_area_um2 3600 \
    ys_cells 389 \
    criticalPathCategory "input pin to flip-flop" \
    cp_slowest_stage_delay_ns 0.73 \
    setup_viol 0 \
    synth_seq_share_pct 42.2 \
    layout-drive-gt1-share_pct 8.62 \
    crit_slowest_cell "clkdlybuf4s50_1" \
    antenna_left 0 \
    diodes 0 \
    xor_share_pct 7.78 \
    final_util_pct 56.3 \
    ctsLongestPathBuffers 2 \
    ys_ff 51 \
    drt_wl_total_mm 7.74 \
    ys_sh_aoi_pct 12.9 \
    holdCritPathClass "flip-flop to flip-flop" \
    route.detailed.drc 0 \
    slew-limit-headroom_pct 42.9 \
    end_kind "flip-flop" \
    routed_via_density 6.12 \
    adder_share_pct 1.74 \
    synth.distinct_cells 62 \
    yosysTopAreaCell "edfxtp_1" \
    topCellsByArea "edfxtp_1, nor2_1, xnor2_1" \
    vias 2932 \
    fp_util_pct 52.4 \
    hpwl_mm 5.44 \
    grt_max_degree 40 \
    largest_reg_flops 32 \
    crit_arrival_ns 4.71 \
    power.leakage_nw 1.34 \
    flop_cell "edfxtp_1" \
    power.density_cell_area_nw_per_um2 76.4 \
    htree_num_levels 2 \
    die_y_um 86.9 \
    cts_tree "done" \
    peakVddDrop_mv 0.0626 \
    period_needed_ns 4.72 \
    ios 11 \
    die_w_um 86.9 \
    clkTransAtPathRegs_ns 0.10 \
    syn_area_per_cell_um2 9.26 \
    status "complete, no violations" \
    grt_antenna_before_repair 0 \
    dp_cells 471 \
    cp_cell_sequence "clkdlybuf4s50_1, nand2_1, nor4_1, inv_1" \
    syn_inst 389 \
    max_cap_violations 0 \
    fin_setup_tns_ns 0 \
    critPathBufInv 2 \
    cts_buffers 5 \
    rows 30 \
    clkSinkCount 51 \
    first_iter_violations 219 \
    ys_warn_count 1 \
]
==> worst paths after layout <==
| check | startpoint | to | cells past startpoint | slack, ns |
|---|---|---|---|---|
| setup / recovery | in_data | receiver_reg[2]$_SDFFCE_PN0N_ | 4 | 9.88 |
| hold / removal | receiver_reg[4]$_SDFFCE_PN0N_ | out_data[2]$_SDFFCE_PP0P_ | 2 | 0.57 |
| setup reg to reg | position[0]$_SDFFCE_PN0P_ | receiver_reg[5]$_SDFFCE_PN0N_ | 10 | 10.14 |
| hold reg to reg | receiver_reg[4]$_SDFFCE_PN0N_ | out_data[2]$_SDFFCE_PP0P_ | 2 | 0.57 |
==> metal layers <==
layer	global-route usage [%]	wire [um]	up-vias
met5	0	0	-
met4	4.24	116	0
met3	3.37	263	10
met2	34.1	3450	50
met1	37.7	3910	1410
li1	-	-	1462
==> cell families (layout without fill, tap and decap cells) <==
| logic type | Yosys count | count (layout) |
|---|---|---|
| flip-flops | 51 | 51 |
| XOR/XNOR | 32 | 32 |
| AND-OR/OR-AND | 66 | 66 |
| buffers and inverters | 40 | 34 |
| AND/OR/NAND/NOR | 191 | 191 |
| adder cells (fa/ha/maj) | 5 | 5 |
| multiplexers | 4 | 4 |
==> area by class of cell <==
type,count,area [um2]
clock buffers,5,68.8
clock inverters,3,67.6
fillers,614,3000
inverters,13,48.8
multi-input cells,298,1920
flip-flops and latches,51,1520
well taps,96,120
repair buffers,13,123
==> power by group <==
group / total [mW] / switching (mW) / internal [mW]
Clock: 0.119 / 0.0510 / 0.0684
Sequential: 0.165 / 0.00118 / 0.164
Combinational: 0.0108 / 0.00228 / 0.00852
==> per-stage QoR <==
step,hold WS [ns],cell area [um2],setup slack (ns)
after floorplan,0.530,3600,9.77
final,0.574,3870,9.88
after global routing,0.637,3870,9.63
after global placement,0.553,3730,9.64
after CTS,0.577,3870,9.90
after detailed placement,0.552,3730,9.57
==> layout by cell type (no fill, tap or decap), drive strengths merged, types with 12 or more instances in the layout <==
master / netlist / routed
nor2: 54 / 54
edfxtp: 50 / 50
xor2: 15 / 15
inv: 12 / 12
a21oi: 19 / 19
nand2: 15 / 15
nor4: 17 / 17
xnor2: 17 / 17
nand4: 23 / 23
nor3: 23 / 23
==> worst min-delay path, delay by kind of cell, from the launching register on <==
| family | cells | cell delay [ns] |
|---|---|---|
| buf+inv | 1 | 0.06 |
| simple gates | 1 | 0.07 |
| flops | 1 | 0.34 |
Power and IR drop assume default switching activity.
