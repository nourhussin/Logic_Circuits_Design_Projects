===== flow/run.sh =====
#!/bin/bash
# OpenROAD 26Q1-2900-gdf79404cd8, Yosys 0.63+post, stock flow scripts
make -C /OpenROAD-flow-scripts/flow DESIGN_CONFIG=/design/flow/config.mk WORK_HOME=/design/flow/orfs finish

===== flow/config.mk =====
export PLATFORM = sky130hd
export DESIGN_NAME = three_function_barrel_shifter
export DESIGN_NICKNAME = three_function_barrel_shifter
export VERILOG_FILES = /design/flow/design.v
export SDC_FILE = /design/flow/constraint.sdc
export NUM_CORES = 4
export LEC_CHECK = 1
export CORE_AREA = 10 10 112 112
export DIE_AREA = 0 0 122 122

===== flow/constraint.sdc =====
current_design three_function_barrel_shifter

set clk_period 4.2
set clk_io_pct 0.2

create_clock -name clk0 -period $clk_period [get_ports {clk}]

set non_clock_inputs [all_inputs -no_clocks]
set_input_delay [expr $clk_period * $clk_io_pct] -clock clk0 $non_clock_inputs
set_output_delay [expr $clk_period * $clk_io_pct] -clock clk0 [all_outputs]

===== flow/design.v =====
module three_function_barrel_shifter(
    input[7:0] in_data,
    input[1:0] operation,
    input[2:0] number_of_positions,
    input direction,
    input clk,
    output reg signed[7:0] out_data
);
    always @(posedge clk)begin
        case(operation)
        2'b00:
            out_data <= in_data;
        2'b01:
            if(direction)
                out_data <= in_data >> number_of_positions | in_data << (8-number_of_positions);
            else
                out_data <= in_data << number_of_positions | in_data >> (8-number_of_positions);
        2'b10:
            if(direction)
                out_data <= in_data >> number_of_positions;
            else
                out_data <= in_data << number_of_positions;
        2'b11:
            if(direction)
                out_data <= in_data >>> number_of_positions;
            else
                out_data <= in_data << number_of_positions;
        endcase
    end
endmodule

==> summary.txt <==
yosys + openroad results -> antenna viol nets, final=0, setup bufs post-CTS=0, Final TNS setup=0 ps, leading area contributor after synthesis=mux4_2, FMAX=331 MHz, status=complete, no violations, hold depth=3, Layout area overhead=25.9%, Comb area=1080 µm², WL/cell=15.0 µm, all-layer global routing usage=6.23%, Tmin final=3020 ps, Area leader share=13.3%, Die Y=122 µm, Synth Warn #=1, CTS root buf=clkbuf_8, FP Core Util=13.2%, global-route wire length before repair=7650 µm, vias in the first global route=1415, Req. time, crit path=4290 ps, ys flops=8, # Cells Yosys=171, vias after detailed routing=1507, Filler cells=1124, asr flop ratio synth=0%, post-synthesis instance total=171, Max Fanout on Critical Path=15, final hold viol count=0, non-filler instance count after layout=317, TritonCTS Buffers=3, Critical Path Source Type=input port, Hold-fix buffers, CTS=0, 1st-iter DRT viols=186, largest net degree at the start of global routing=34, sequential cell area fraction in the yosys report=11.8%, synthesized area per cell=7.92 µm², RSZ-0062 raised after global routing=false, fraction of layout instances using a drive strength above 1=12.2%, Yosys cell types=53, CTS clk-pin slew, worst paths=40 ps, final wirelength=4770 µm, gpl congestion=0.988, top cells by area=mux4_2 13%, dfxtp_1 12%, mux2i_1 8.9%, nor2_1 3.9%, mux2_2 3.3%, Hold Path Class=in2reg, hpwl dp=3530 µm, final non-filler cell area=1710 µm², TritonCTS Sinks=8, OpenROAD warnings=25, placed cells=314, CTS H-Tree Depth=1, crit path DAT=3110 ps, n_diodes=0, # rows=37, EDFF count, synth=0, final period utilization=71.9%, hold endpoint=out_data[7]$_DFF_P_, initial antenna violation count=0, Core Box Area=10200 µm², Clock Tree Buf Depth=2, # DRC=0, total grt overflow=0, worst hold slack=1500 ps, final setup vio count=0, CTS tree=built, Worst-Margin Slew=657 ps, Port Buffers=22, Synth Cell Area=1360 µm², Post-DP Area=1660 µm², IO Pins=23, die area=14900 µm², Yosys chip area=1360 µm², number of max-cap violations=0, P per Cell Area=208 nW/µm², drt pass-1 iters=5, Most flops, register=out_data, Worst Hold Launch=in_data[7], Register Area=160 µm², worst rel slew slack=55.9%, post-detailed-route via-to-cell ratio=4.75, Die W=122 µm, max FFs per register=8, max-slew violations=0, largest registers=out_data (8), Pleak=0.573 nW, CP Capture Type=flop, post-cts repair resize count=0, Finished Core Util=16.7%, ys flop type=dfxtp_1, Setup CP Type=in2reg, Peak VDD IR=63.7 µV
-- layout make-up --
class	count	area share (%)
clock buffer	3	2.42
inverter	4	0.880
multi-input combinational	141	63.1
sequential	8	9.39
tap	136	9.98
timing repair buffer	25	14.2
-- worst max-delay path, cell delays in order --
cell	delay, ps
clkdlybuf4s50_1	820
xor2_1	540
mux2i_1	320
nor3_1	70
or4_1	510
-- cell usage after synthesis (2+ instances only) --
cell type and count:
a21oi_1 7, nand2b_1 7, buf_6 3, a31oi_1 3
mux2i_1 12, nand4_1 4, buf_4 2, mux4_2 8
o311ai_1 3, dfxtp_1 8, nor2b_1 7, nand2_1 12
nand3_1 7, mux2_2 4, a221o_1 2, o21ai_0 5
o22ai_1 4, clkbuf_1 7, inv_1 3, a22o_1 2
a41oi_1 3, a211oi_1 3, nor4_1 3, buf_2 4
nor3_1 5, and3_1 3, nor2_1 14
-- metal layers --
| metal | vias up | wire length (µm) | GRT usage [%] |
|---|---|---|---|
| met5 | - | 0 | 0 |
| met3 | 4 | 644 | 1.92 |
| met4 | 0 | 34 | 0.671 |
| met2 | 114 | 2060 | 9.19 |
| met1 | 698 | 2030 | 9.01 |
| li1 | 691 | - | - |
-- worst max-delay path by stage --
stage	to	startpoint	slack [ps]
after CTS	out_data[6]$_DFF_P_	number_of_positions[2]	1230
after global routing	out_data[6]$_DFF_P_	number_of_positions[2]	1080
final	out_data[6]$_DFF_P_	number_of_positions[2]	1180
-- kinds of logic (layout without fill, tap and decap cells) --
family          Yosys count  after routing  share of synthesized area (%)
simple gates             69             69                           26.9
fa+ha+maj                 1              1                          0.923
flops                     8              8                           11.8
xor+xnor                  2              2                           1.29
mux                      25             25                           26.6
buf+inv                  22             32                           8.77
compound gates           44             44                           23.7
-- report_power, final --
group	internal, W	switching, W	total, W
clock	0.0000616	0.0000252	0.0000869
combinational	0.0000845	0.0000926	0.000177
sequential	0.0000876	0.00000260	0.0000902
total	0.000234	0.000120	0.000354
-- stage by stage --
stage / setup WS, ps / power, W
floorplan: 1400 / 0.000200
global placement: 1020 / 0.000268
detailed placement: 996 / 0.000266
CTS: 1230 / 0.000355
global route: 1080 / 0.000380
finish: 1180 / 0.000354
-- layout by cell type (no fill, tap or decap), types with 7 or more instances in the layout --
master | netlist | layout
nand2b_1 | 7 | 7
nor2b_1 | 7 | 7
mux2i_1 | 12 | 12
nor2_1 | 14 | 14
mux4_2 | 8 | 8
dfxtp_1 | 8 | 8
nand2_1 | 12 | 12
nand3_1 | 7 | 7
clkdlybuf4s50_1 | 0 | 22
a21oi_1 | 7 | 7
Power is estimated from default activity; no workload was simulated.
