==> design.v <==
module super_register_8bits (
    input[7:0] in_data,
    input[2:0] operation,
    input clk, in_shift_right, in_shift_left,
    output reg[7:0] out_data,
    output flag  
);
    localparam load = 3'h0;
    localparam shift_right = 3'h1;
    localparam shift_left  = 3'h2;
    localparam rotate_right = 3'h3;
    localparam rotate_left  = 3'h4;
    localparam store = 3'h5;
    localparam count_up = 3'h6;
    localparam count_down = 3'h7;
    always @(posedge clk) begin
        case(operation)
        load: 
            out_data <= in_data;
        store: 
            out_data <= out_data;
        count_up: 
            out_data <= out_data +1;
        count_down: 
            out_data <= out_data -1;
        rotate_left:
            out_data <= {out_data[6:0], out_data[7]};
        rotate_right:
            out_data <= {out_data[0], out_data[7:1]};
        shift_left:
            out_data <= {out_data[6:0], in_shift_left};
        shift_right:
            out_data <= {in_shift_right, out_data[7:1]};
        endcase
    end
    assign flag = (out_data==0 || out_data ==8'hff)? 1'b1: 1'b0;
endmodule
==> run.sh <==
#!/bin/bash
# OpenROAD 26Q1-2900-gdf79404cd8, Yosys 0.63+post, stock flow scripts
make -C /OpenROAD-flow-scripts/flow DESIGN_CONFIG=/design/flow/config.mk WORK_HOME=/design/flow/orfs finish
==> config.mk <==
export PLATFORM = sky130hd
export DESIGN_NAME = super_register_8bits
export DESIGN_NICKNAME = super_register_8bits
export VERILOG_FILES = /design/flow/design.v
export SDC_FILE = /design/flow/constraint.sdc
export NUM_CORES = 4
export LEC_CHECK = 1
export CORE_AREA = 10 10 75 75
export DIE_AREA = 0 0 85 85
==> constraint.sdc <==
current_design super_register_8bits

set clk_period 3.5
set clk_io_pct 0.2

create_clock -name clk0 -period $clk_period [get_ports {clk}]

set non_clock_inputs [all_inputs -no_clocks]
set_input_delay [expr $clk_period * $clk_io_pct] -clock clk0 $non_clock_inputs
set_output_delay [expr $clk_period * $clk_io_pct] -clock clk0 [all_outputs]
==> run_results.csv <==
group,metric,value,unit
run_status,outcome,"complete, no violations",
synthesis,async_reset_ff_share,0,%
floorplanning,dieHeight,85,microns
synthesis,synthDistinctLibCells,45,
floorplanning,die_w,85,microns
final_timing,fmax,370,MHz
synthesis,edf_count,8,
synthesis,topCellsByArea,"edfxtp_1, xnor2_1, a21oi_1",
critical_path,critPathMaxFanout,13,
cts,clkTransAtPathRegs,0.04,ns
placed_design,place_congestion,0.933,
placed_design,place.detailed.hpwl,2040,microns
cts,clk_latency,0.23,ns
synthesis,ys_ff,8,
layout,top_register,"out_data",
synthesis,syn_inst,118,
min_path,hold_path_startpoint,"out_data[7]",
layout,fin_util,30.0,%
synthesis,syn-mean-instance-area,8.32,sq um
grt,grt_use_total,7.54,%
cts,clock_sinks,8,
final_timing,min_period,2.70,ns
synthesis,yosys_area,982,sq um
cts,cts-root-buf,"clkbuf_8",
final_timing,setup_slack,0.801,ns
critical_path,endpoint_kind,"output pin",
synthesis,flop_cell,"edfxtp_1",
synthesis,yosys_warnings,1,
final_timing,fin_setup_tns,0,ns
synthesis,yosys_cells,118,
floorplanning,die-area,0.00723,sq mm
min_path,min_to,"out_data[7]",
grt,grt_max_degree,25,
grt,grt_pass1_vias,959,
critical_path,timing.rr.end,"out_data[4]",
cts,cts_resized,0,
floorplanning,fp_util,24.2,%
synthesis,top_area_share,24.5,%
final_timing,tightest_slew,0.448,ns
final_timing,min_period_over_period,77.1,%
critical_path,cp.arrival,2.00,ns
run,cap_violations,0,
synthesis,yosys-top-cells-count,"nor2_1, a21oi_1, edfxtp_1",
cts,ctsLongestPathBuffers,2,
final_timing,slew_viol_final,0,
cts,postCtsHoldBufs,0,
cts,htree_num_levels,1,
synthesis,largest_area_cell,"edfxtp_1",
synthesis,synth.cell_area,982,sq um
floorplanning,rows,23,
final_timing,finalSetupViolations,0,
drt,first_iter_violations,55,
min_path,hp-class,"flop to flop",
cts,post_cts_buffers,0,
layout,stdcell_count,182,
synthesis,seq_area_frac_synth,24.5,%
final_timing,relSlewSlack,70.1,%
critical_path,worstSetupStartpointType,"flop",
drt,final_antenna_net_count,0,
final_timing,rsz0062_at_grt,"no",
critical_path,cp.required,2.80,ns
critical_path,r2r_slack,1.48,ns
drt,dr.pass1.iters,4,
min_path,hold_path_depth,2,
placed_design,dp_cells,179,
critical_path,rr_startpoint,"out_data[1]",
layout,area_growth,23.8,%
cts,cts_buffers,3,
drt,finalWirelength,2720,microns
final_timing,finalHoldViolCount,0,
drt,viasPerCell,5.36,
run,warning_count,25,
layout,drive_gt1_share,9.09,%
power,cellPowerDensity,373,mW/mm^2
placed_design,io_buffer_count,22,
critical_path,reg2regPathDepth,6,
grt,grt_pass1_wl,4710,microns
grt,antenna_found_initial,0,
grt,grt-ovfl-total,0,
power,peakVddDrop,0.000108,V
drt,drc,0,
layout,largest_reg_flops,8,
drt,wire_per_inst,15.0,microns
final_timing,skew,0.00134,ns
drt,vias,976,
floorplanning,core,0.00406,sq mm
layout,largestRegisters,"out_data: 8 flops",
power,finalPower,453,uW
drt,antenna-diode-count,0,
floorplanning,ios,23,
synthesis,top_cell,"nor2_1",
cts,cts_tree,"done",
critical_path,critPathKind,"flop to output pin",
layout,n_fill_cell,423,
power,leakagePower,0.413,nW
placed_design,pre_cts_ws,0.673,ns
how the worst max path moves through the flow:
stage,slack [ns],from,to
4_1_cts,0.78,out_data[1],flag
5_1_grt,0.61,out_data[1],flag
6_report,0.80,out_data[1],flag
through the flow:
stage               hold slack (ns)  cell area (sq um)
floorplan                     0.658                982
global placement              0.812               1170
detailed placement            0.797               1170
CTS                           0.815               1220
global route                  0.862               1220
finish                        0.809               1220
critical path: stages (launching register included):
cell and delay [ns]:
edfxtp_1 0.61, nand4_1 0.22, o41ai_1 0.40, clkdlybuf4s50_1 0.54
layer usage:
layer  track usage (%)  up-vias  routed length [microns]
met5                 0        -                        0
met4              1.95        0                       70
met3              2.70       11                      309
met2              11.2       65                     1160
met1              10.2      433                     1180
li1                  -      467                        -
report_power, final:
part,total [mW],switching (mW),internal [mW]
combinational,0.165,0.0663,0.0985
clock,0.108,0.0334,0.0742
sequential,0.181,0.0520,0.129
layout by cell type, fill, tap and decap left out, types with 4 or more instances in the layout:
cell             Yosys  layout
nor3_1               4       4
a21oi_1              9       9
nor2_1              11      11
edfxtp_1             8       8
nand2_1              6       6
o22ai_1              6       6
inv_1                5       5
nand2b_1             4       4
clkdlybuf4s50_1      0      22
xnor2_1              6       6
final cells by class:
type                    instances  area (sq um)  area share [%]
multi-input cells              91           611            50.2
clock buffers                   3          41.3            3.40
inverters                       5          18.8            1.54
flip-flops and latches          8           240            19.8
repair buffers                 25           243            20.0
well taps                      50          62.6            5.14
cell families after synthesis:
kind of cell               Yosys count  share of synthesized area [%]
DFF                                  8                           24.5
and+or+nand+nor                     46                           26.9
AOI/OAI and AO/OA                   33                           23.3
buffers and inverters               19                           13.4
muxes                                5                           5.35
adders and majority gates            1                           1.27
xor gates and xnor gates             6                           5.35
Power and IR drop assume default switching activity.
